## /design/flow/config.mk

```make
export PLATFORM = sky130hd
export DESIGN_NAME = mux_2x1
export DESIGN_NICKNAME = mux_2x1
export VERILOG_FILES = /design/flow/design.v
export SDC_FILE = /design/flow/constraint.sdc
export NUM_CORES = 4
export LEC_CHECK = 1
export CORE_AREA = 10 10 70 70
export DIE_AREA = 0 0 80 80
```

## /design/flow/constraint.sdc

```tcl
current_design mux_2x1

set clk_period 1.0
set clk_io_pct 0.2

create_clock -name clk0 -period $clk_period

set non_clock_inputs [all_inputs -no_clocks]
set_input_delay [expr $clk_period * $clk_io_pct] -clock clk0 $non_clock_inputs
set_output_delay [expr $clk_period * $clk_io_pct] -clock clk0 [all_outputs]
```

## /design/flow/design.v

```verilog
module mux_2x1 (input_a, input_b, sel, out);
input [31:0] input_a, input_b;
input sel;
output reg [31:0] out;
always @(sel or input_a or input_b )
begin
    if (sel)
        out <= input_b;
    else
        out <= input_a;
end
endmodule
```

## /design/flow/run.sh

```bash
#!/bin/bash
# OpenROAD 26Q1-2900-gdf79404cd8, Yosys 0.63+post, stock flow scripts
make -C /OpenROAD-flow-scripts/flow DESIGN_CONFIG=/design/flow/config.mk WORK_HOME=/design/flow/orfs finish
```

==> flow_summary_export.csv <==
group,metric,value,unit
timing,rsz0062_at_grt,"true",
route,drc,0,
timing,worst_slack,-175.4,ps
placed_design,pre_cts_slack,-496.6,ps
timing,setup_viol,32,
pwr,power_leakage,0.9905,nW
pwr,switching_share,21.33,%
layout,area_growth,212.0,%
job,tool_warnings,34,
layout,lay_top_count,"dlygate4sd2_1",
global_route,grt_pass1_wl,4146,microns
pwr,switching_power,0.1408,mW
layout,seqCellArea,0,sq um
clock_network,cts_hold_buf,0,
synth,synth.top_cell.area_share,82.76,%
floorplanning,die_x,80,microns
route,detail-route-antenna-nets,0,
worst_setup_path,required,800,ps
global_route,grt.overflow.total,0,
placed_design,portBuffers,97,
timing,finalMaxSlewViolations,0,
synth,synth.distinct_cells,4,
route,via_count,730,
pwr,p_int,0.5192,mW
floorplanning,fp_util,15.93,%
route,antennaDiodeCount,0,
route,wirelength,2849,microns
route,via_per_inst,3.802,
placed_design,routabilityCongestion,0.7595,
worst_hold_path,holdPathEnd,"out[24]",
layout,ff_count,0,
synth,yosysChipArea,544.3,sq um
synth,ys_warn_count,1,
synth,ys_seq_share,0,%
worst_setup_path,endpoint_kind,"output port",
floorplanning,num_rows,21,
floorplanning,die_h,80,microns
worst_setup_path,worstPathMaxFanout,7,
job,maxCapViolations,0,
layout,clkbuf_count,0,
outcome,violations,"negative setup slack",
layout,lay_top_cells,"40 x dlygate4sd2_1, 32 x mux2_4, 29 x buf_6, 14 x dlymetal6s2s_1, 12 x buf_2",
global_route,antenna_found_initial,0,
global_route,grt_max_degree,8,
layout,final_core_util,49.71,%
pwr,power_frac_seq,0,%
pwr,p_per_area,388.7,nW/um^2
synth,yosys_cells,36,
timing,max_slew_margin,95.92,%
synth,avgSynthCellArea,15.12,sq um
synth,topCellsByArea,"mux2_4 83%, buf_12 11%, mux2_2 4.1%",
pwr,ir_worst_vdd,173.4,uV
timing,finalClockPeriodUsage,117.5,%
route,wl_per_cell,14.84,microns
timing,hold_violations,0,
pwr,clkPwrFrac,0,%
global_route,track_usage,7.873,%
worst_setup_path,critical_path_class,"in2out",
floorplanning,chipArea,6400,sq um
outcome,status,"complete, but fails checks",
global_route,grt_pass1_vias,824,
layout,drive_above_1_share,56.16,%
worst_setup_path,startpoint_type,"input port",
timing,worst_slew_pin_slew,61.11,ps
worst_setup_path,crit_arrival,980,ps
synth,syn_inst,36,
synth,syn_area,544.3,sq um
timing,max_freq,850.8,MHz
route,dr.pass1.iters,2,
placed_design,dp_hpwl,2396,microns
pwr,comb_power_share,100.0,%
floorplanning,coreArea,3416,sq um
worst_hold_path,min_path_cells,3,
floorplanning,io_pins,97,
worst_hold_path,worstHoldPathType,"in2out",
route,drtIter0Drc,4,
worst_hold_path,hold_start,"input_a[24]",
synth,largest_area_cell,"mux2_4",
timing,min_period,1175,ps
==> per-stage QoR <==
stage	hold slack (ps)	setup TNS (ps)	std cells	total power, mW	cell area (sq um)
floorplan	497.7	0	36	0.2063	544.3
global placement	1331	-15250	177	0.6538	1536
detailed placement	1335	-15270	177	0.6549	1536
CTS	800.4	-5196	192	0.6436	1607
global route	714.1	-5619	192	0.7056	1698
finish	694.3	-5032	192	0.6599	1698
==> power by group through the flow <==
stage     clock (mW)  combinational (mW)  sequential [mW]
4_1_cts            0               0.644                0
5_1_grt            0               0.706                0
6_report           0               0.660                0
==> metal layers <==
| layer | wire [microns] | track usage (%) | vias to the layer above |
|---|---|---|---|
| met1 | 1142 | 8.965 | 317 |
| met3 | 313 | 3.068 | 0 |
| met5 | 0 | 0 | - |
| li1 | - | - | 362 |
| met4 | 0 | 0 | 0 |
| met2 | 1394 | 14.29 | 51 |
==> how the worst max path moves through the flow <==
stage,slack [ps],to,depth (start not counted),start
4_1_cts,-180,out[0],5,sel
5_1_grt,-190,out[31],5,sel
6_report,-180,out[31],5,sel
==> synth_stat cells (all sizes together) <==
master / number
buf: 4
mux2: 32
==> critical path: stages <==
cell and delay, ps:
buf_12 110, buf_12 130, buf_8 120, mux2_4 300
buf_6 110
==> what timing repair did <==
item | 4_1_cts | 5_1_grt
setup endpoints to repair | 32 | 32
cloned | 1 | 0
setup buffers | 14 | 0
resized | 170 | 23
==> final cells by class <==
type / instances / area [sq um]
Fill cell: 327 / 1718
Timing Repair Buffer: 114 / 1160
Multi-Input combinational cell: 32 / 480.5
Tap cell: 46 / 57.56
==> cells by family (layout without fill, tap and decap cells) <==
logic type,count (synthesis),in the layout,share of synthesized area [%]
muxes,32,32,86.90
buffers and inverters,4,114,13.10
No activity file was given, so power comes from the tool's default toggle rates.
