<file path="config.mk">
export PLATFORM = sky130hd
export DESIGN_NAME = alu
export DESIGN_NICKNAME = alu
export VERILOG_FILES = /design/flow/design.v
export SDC_FILE = /design/flow/constraint.sdc
export NUM_CORES = 4
export LEC_CHECK = 1
export CORE_UTILIZATION = 30
</file>
<file path="constraint.sdc">
current_design alu

set clk_period 30.8
set clk_io_pct 0.2

create_clock -name clk0 -period $clk_period

set non_clock_inputs [all_inputs -no_clocks]
set_input_delay [expr $clk_period * $clk_io_pct] -clock clk0 $non_clock_inputs
set_output_delay [expr $clk_period * $clk_io_pct] -clock clk0 [all_outputs]
</file>
<file path="design.v">
module alu (control, input_a, input_b, result, zero);
input [3:0] control;
input [31:0] input_a, input_b;
output zero;
output reg [31:0] result;
assign zero = (result == 0);
always @(control or input_a or input_b)
begin
    case (control)
        4'b0010: result <= input_a + input_b;
        4'b0110: result <= input_a - input_b;
        4'b0111:  
            begin
                if (input_a[31] == input_b[31])
                    result <= input_a[30:0] < input_b[30:0];
                else
                    result <= input_a[31];
            end
        default: result <= 0;
    endcase
end
endmodule
</file>
<file path="run.sh">
#!/bin/bash
# OpenROAD 26Q1-2900-gdf79404cd8, Yosys 0.63+post, stock flow scripts
make -C /OpenROAD-flow-scripts/flow DESIGN_CONFIG=/design/flow/config.mk WORK_HOME=/design/flow/orfs finish
</file>
==> results.txt <==
Status: finished, final reports clean
Fin Setup TNS: 0 ns
Initial drt markers: 143
Cycle use final: 56.2%
Syn Inst Count: 477
Clock network power share: 0%
Fin. Hold Viols: 0
Die H: 108 um
CP Launch Type: input port
PnR worst setup slack: 13.48 ns
# Post-CTS Setup Buffers: 0
Req. time, crit path: 24.64 ns
M1 WL: 5.09 mm
Fin util: 41.1%
Tool Warnings: 32
Synth area leader: ha_1
Die width: 108 um
Slowest CP cell: and2_1
Maxcap violations: 0
Non-Filler Instances: 707
Max Transition Viols Final: 0
Sequential Area: 0 um^2
Dpl hpwl: 9.20 mm
Seq pwr share: 0%
PwrDens: 18.8 nW/um^2
Switching Power: 0.0000438 W
Clock buffer cells: 0
Top-area cell type share of the netlist area: 22.9%
Met2 WL: 4.65 mm
Final Power: 0.0000845 W
Yosys warnings: 1
Leakage: 1.86 nW
Arr. time, crit path: 11.16 ns
Grt total ovfl: 0
Wire per inst: 14.9 um
Crit path max fanout: 21
RSZ-0062 raised after global routing: no
Synth-to-Final Area Change: 32.8%
Dpl ws: 13.46 ns
Gpl congestion: 0.971
Vias: 3800
Fill cells: 1118
Yosys Instances: 477
First-pass GRT wire length: 17.2 mm
HP Class: in -> out
Antenna Violating Nets Remaining: 0
WL final: 10.5 mm
CP endpoint kind: primary output
Number of remaining DRC errors: 0
Post-Syn Area: 3390 um^2
Slew @ Worst Pin: 0.559 ns
Yosys Chip Area: 3390 um^2
Slew headroom: 61.8%
Initial antenna violation count: 0
Core area: 10900 um^2
Num sequential: 0
Ratio of cells with drive above 1 in the final layout: 5.47%
Seq/Total Area, Yosys: 0%
Min Clock Period, post-route: 17.32 ns
F_max: 57.8 MHz
GRT Total Usage: 18.4%
TritonRoute pass-1 iters: 4
Placed insts: 707
Combinational gate area: 3150 um^2
Pin count of the biggest net entering global routing: 28
CP max stage delay: 0.53 ns
Hold buffer count at CTS: 0
Synth Area per Inst: 7.10 um^2
Top cells excl fill/tap: clkdlybuf4s50_1, ha_1, nor2_1
Vias in the first global route: 3587
Int Power: 0.0000407 W
# setup viols final: 0
Via-per-instance ratio: 5.37
Maximum vdd drop: 6.55 uV
Site Rows: 38
Most used logic cell in the final layout: clkdlybuf4s50_1
Setup CP Type: in -> out
# diodes: 0
Die Area: 11700 um^2
DR top layer: met4
Ports: 101
Synth area leaders: ha_1, xnor2_1, a21oi_1, nor2_1, nand2_1
Post-CTS Resized: 0
Met3 routed WL: 562 um
FP Util: 31.0%
Comb pwr share: 100.0%
Sw frac: 51.9%
CP Cell Sequence: clkdlybuf4s50_1 -> nor3b_2 -> buf_4 -> and2_1 -> a21oi_1 -> xnor2_1 -> ha_1 -> nand2_1 -> a211oi_4 -> o21a_1 -> a32oi_1 -> o311ai_0 -> xor2_1 -> a2111o_1 -> nor4_2 -> o211ai_1 -> nor4_2 -> clkdlybuf4s50_1
IO Port Bufs: 101
Distinct lib cells: 76
[metal layers]
| metal | vias up | track usage, % |
|---|---|---|
| met2 | 115 | 31.0 |
| met1 | 1727 | 26.6 |
| met4 | 0 | 3.03 |
| met3 | 14 | 0.429 |
| met5 | - | 0 |
| li1 | 1944 | - |
[path summary, 6_finish.rpt]
check        end  cells past startpoint        from  slack [ns]
min    result[1]                      5  input_a[1]       13.51
max         zero                     18  control[1]       13.48
[cells in the mapped netlist (all sizes together), types with 3 or more instances]
cell / count
a2111o: 3
a2111oi: 4
a211oi: 4
a21o: 11
a21oi: 43
a31oi: 7
and2: 8
and3: 3
and4: 3
buf: 3
clkbuf: 9
ha: 62
inv: 38
mux2i: 3
nand2: 40
nand2b: 5
nand3: 10
nand4: 7
nor2: 44
nor3: 12
nor4: 6
o211ai: 5
o21a: 10
o21ai: 26
o21bai: 4
o31ai: 9
o41ai: 6
or2: 3
or3: 4
xnor2: 41
xor2: 12
[power groups by stage]
stage	logic [W]	clock network, W	registers [W]
finish	0.0000845	0	0
global route	0.0000942	0	0
CTS	0.0000844	0	0
[kinds of logic after synthesis]
logic type | count (synthesis) | synth area share, %
and+or+nand+nor | 154 | 23.2
xor gates and xnor gates | 53 | 13.7
adders and majority gates | 63 | 23.5
AOI/OAI and AO/OA | 153 | 31.7
buffers and inverters | 51 | 7.02
muxes | 3 | 0.887
[through the flow]
stage               instance area, um^2  hold slack [ns]
floorplan                          3390            12.57
global placement                   4500            13.54
detailed placement                 4500            13.54
CTS                                4500            13.54
global route                       4500            13.59
finish                             4500            13.51
[critical path: cells and delay by family]
| kind | cells | cell delay, ns |
|---|---|---|
| XOR/XNOR | 2 | 0.31 |
| buffers and inverters | 3 | 1.22 |
| AND-OR/OR-AND | 7 | 1.81 |
| adder cells (fa/ha/maj) | 1 | 0.35 |
| AND/OR/NAND/NOR | 5 | 1.29 |
[area by class of cell]
cell class / instances / area share [%]
multi-input combinational: 426 / 70.1
tap: 140 / 3.90
inverter: 38 / 3.17
timing repair buffer: 103 / 22.8
Power and IR drop assume default switching activity.
