===== /design/flow/run.sh =====
#!/bin/bash
# OpenROAD 26Q1-2900-gdf79404cd8, Yosys 0.63+post, stock flow scripts
make -C /OpenROAD-flow-scripts/flow DESIGN_CONFIG=/design/flow/config.mk WORK_HOME=/design/flow/orfs finish

===== /design/flow/config.mk =====
export PLATFORM = sky130hd
export DESIGN_NAME = register_file
export DESIGN_NICKNAME = register_file
export VERILOG_FILES = /design/flow/design.v
export SDC_FILE = /design/flow/constraint.sdc
export NUM_CORES = 4
export LEC_CHECK = 1
export CORE_UTILIZATION = 40

===== /design/flow/constraint.sdc =====
current_design register_file

set clk_period 8.5
set clk_io_pct 0.2

create_clock -name clk0 -period $clk_period [get_ports {clk}]

set non_clock_inputs [all_inputs -no_clocks]
set_input_delay [expr $clk_period * $clk_io_pct] -clock clk0 $non_clock_inputs
set_output_delay [expr $clk_period * $clk_io_pct] -clock clk0 [all_outputs]

===== /design/flow/design.v =====
module register_file (clk, read1, read2, write, write_data, write_enable,
                      read_data1, read_data2);
input clk, write_enable;
input [4:0] read1, read2, write;
input [31:0] write_data;
output [31:0] read_data1, read_data2;
reg [5:0] i;
reg [31:0] regfile [31:0];
initial
begin
    for (i = 0; i < 32; i=i+1)
        regfile[i] = 0;
end
assign read_data1 = regfile[read1];
assign read_data2 = regfile[read2];
always @(posedge clk)
begin
    if (write_enable)
        regfile[write] = write_data;
end
endmodule

==> results.json <==
{
  "drc": 0,
  "layout_setup_ws_ps": 1920,
  "grt_overflow": 0,
  "routed-via-count": 30600,
  "grt_pass1_vias": 31500,
  "drv_slew": 0,
  "slew_headroom": 0.423,
  "grtUsageMet1": 0.324,
  "gr-usage-all-layers": 0.260,
  "yosysTopAreaCellShare": 0.630,
  "maxCapViolCount": 0,
  "fp_util": 0.405,
  "drt-pass1-iter-count": 5,
  "fin_crit_sh": 0.774,
  "synth-adder-area-share": 0,
  "ys_seq_share": 0.630,
  "ios": 113,
  "wirelength_um": 150000,
  "yosysWarningCount": 1,
  "synthDistinctLibCells": 23,
  "hold_buffers": 0,
  "top_area_cell": "edfxtp_1",
  "use_met3": 0.154,
  "cellPowerDensity_nw_per_um2": 200,
  "ant_nets": 0,
  "pre_cts_ws_ps": 1970,
  "drive_gt1_frac": 0.0866,
  "syn-cell-area_um2": 48800,
  "hold_viol": 0,
  "dp_hpwl_um": 82900,
  "yosysChipArea_um2": 48800,
  "synthTopCellsByArea": "edfxtp_1 (63%), mux2i_1 (21%), a22oi_1 (3.0%)",
  "crit_arrival_ps": 4880,
  "cts_resized": 0,
  "path_clk_slew_ps": 60,
  "synthToLayoutAreaGrowth_pct": 12.8,
  "cts.sinks": 1024,
  "num_rows": 127,
  "synth-simple-area-share": 0.0471,
  "top_logic_kind": "multiplexers",
  "cts_tree": "built",
  "drt_iter0_drc": 1883,
  "cts_max_level": 3,
  "ys_cells": 3386,
  "crit_fanout": 26,
  "numCtsBuffers": 103,
  "dieWidth_um": 351,
  "use_met2": 0.398,
  "worst-setup-path-type": "in2out",
  "routabilityCongestion": 0.873,
  "setup_viol": 0,
  "postCtsSetupBuffers": 0,
  "power.leakage_nw": 20.1,
  "grt_antenna_before_repair": 7,
  "top_usage_layer": "met2",
  "max_freq_mhz": 152,
  "coreArea_um2": 120000,
  "largest_reg_flops": 1024,
  "seq_area_um2": 30700,
  "cp.required_ps": 6800,
  "die_y_um": 351,
  "hold_class": "in2reg",
  "end_kind": "output port",
  "worstMarginPinSlew_ps": 865,
  "clockRootBuffer": "clkbuf_16",
  "die-area_um2": 123000,
  "clock_path_buffers": 3,
  "tns_ps": 0,
  "aoi_share": 0.0804,
  "xor_area_frac": 0,
  "fill_cells": 10500,
  "synth.avg_cell_area_um2": 14.4,
  "avgViaCountPerCell": 5.92,
  "portBuffers": 112,
  "netlist_instances": 3386,
  "startpoint_type": "input pin",
  "muxShareOfSynthArea": 0.210,
  "grt_start_max_net_pins": 90,
  "rsz0062_at_grt": "no",
  "outcome": "finished clean",
  "warnings": 26,
  "ys.flops": 1024,
  "mi_logic_area_um2": 16800,
  "wl_per_cell_um": 28.9,
  "grt_pass1_wl_um": 214000,
  "period_minus_slack_ps": 6580,
  "ir_drop_mv": 0.148
}
[critical path, cell delays in order]
cell and delay (ps):
clkdlybuf4s50_1 630, nor2b_4 760, buf_4 490, a22o_1 210
nor3_1 40, a31oi_1 210, nand3_1 220, clkdlybuf4s50_1 570
[synth_stat cells (all sizes together)]
master / number
edfxtp: 1024
nand2b: 4
nand3b: 5
mux2i: 1024
a22oi: 192
or3: 1
and2: 2
nor3: 64
a31oi: 64
nor2b: 4
or3b: 3
nand3: 194
buf: 163
a22o: 128
or2: 2
nor2: 35
clkbuf: 90
a21oi: 192
nand2: 195
[logic make-up (layout without fill, tap and decap cells)]
logic type	count (synthesis)	count (layout)
mux	1024	1024
flops	1024	1024
compound gates	576	576
simple gates	509	509
buf+inv	253	424
other cells	0	1
[layer usage]
| metal | part of all wire | up-vias |
|---|---|---|
| met3 | 0.14 | 264 |
| met2 | 0.47 | 1566 |
| met4 | 0.031 | 10 |
| met5 | 0.0014 | - |
| li1 | - | 13600 |
| met1 | 0.36 | 15200 |
[layout make-up]
class	count	share of cell area
antenna	1	0.0000455
clock buffer	132	0.0500
clock inverter	52	0.00709
multi-input combinational	2109	0.305
sequential	1024	0.559
tap	1612	0.0366
timing repair buffer	240	0.0428
[placed cells by master (no fill, tap or decap), types with 31 or more instances in the layout]
cell type / netlist / routed
clkbuf_16: 0 / 106
mux2i_1: 1024 / 1024
a21oi_1: 192 / 192
a31oi_1: 64 / 64
a22o_1: 128 / 128
edfxtp_1: 1024 / 1024
clkdlybuf4s50_1: 0 / 110
nand2_1: 195 / 193
nor2_4: 0 / 34
nand3_1: 194 / 194
buf_4: 47 / 107
clkinv_1: 0 / 31
nor3_1: 64 / 64
a22oi_1: 192 / 192
[where the power goes]
part	switching [mW]	internal [mW]	total, mW
sequential	0.0236	5.62	5.64
combinational	0.641	0.392	1.03
clock	1.88	2.44	4.32
[per-stage QoR]
| step | hold slack, ps | util | power (mW) | area [um2] | std cells |
|---|---|---|---|---|---|
| 2_1_floorplan | 1800 | - | 6.33 | 48800 | 3386 |
| 3_3_place_gp | 2540 | 0.431 | 6.77 | 51900 | 4985 |
| 3_5_place_dp | 2540 | 0.431 | 6.77 | 51900 | 4985 |
| 4_1_cts | 1820 | 0.457 | 11.0 | 55000 | 5169 |
| 5_1_grt | 1840 | 0.457 | 11.3 | 55000 | 5170 |
| 6_report | 1840 | 0.457 | 11.0 | 55000 | 5170 |
[final timing paths]
check                          start              end  slack [ps]  cells after the start
worst min-delay path  write_data[26]  regfile[21][26]        1840                      2
worst max-delay path        read2[0]    read_data2[9]        1920                      8
No activity file was given, so power comes from the tool's default toggle rates.
